[flow/config.mk]
export PLATFORM = sky130hd
export DESIGN_NAME = Counter
export DESIGN_NICKNAME = Counter
export VERILOG_FILES = /design/flow/design.v
export SDC_FILE = /design/flow/constraint.sdc
export NUM_CORES = 4
export LEC_CHECK = 1
export CORE_AREA = 10 10 70 70
export DIE_AREA = 0 0 80 80
[flow/constraint.sdc]
current_design Counter

set clk_period 1.3
set clk_io_pct 0.2

create_clock -name clk0 -period $clk_period [get_ports {clk}]

set non_clock_inputs [all_inputs -no_clocks]
set_input_delay [expr $clk_period * $clk_io_pct] -clock clk0 $non_clock_inputs
set_output_delay [expr $clk_period * $clk_io_pct] -clock clk0 [all_outputs]
[flow/design.v]
`timescale 1ns / 1ps
module Counter(out,ldcnt,clk,decr);
	input ldcnt,clk,decr;
	output reg [3:0] out;
	always @(posedge clk)
		begin
		if(ldcnt == 1'b1) out <= 4'b1001;
		else if(decr == 1'b1) out <= out-1;
		end
endmodule
[flow/run.sh]
#!/bin/bash
# OpenROAD 26Q1-2900-gdf79404cd8, Yosys 0.63+post, stock flow scripts
make -C /OpenROAD-flow-scripts/flow DESIGN_CONFIG=/design/flow/config.mk WORK_HOME=/design/flow/orfs finish
==> GITHUB_STEP_SUMMARY <==
## Implementation flow summary

| Metric | Value |
|---|---|
| Tcrit/Tclk final | `86.40%` |
| Post-synth regs | `4` |
| Congestion Overflow GR | `0` |
| RSZ-0062 raised after global routing | `false` |
| Final Hold Viols | `0` |
| Req. time, crit path | `1.44 ns` |
| Sw Ratio | `23.51%` |
| Worst hold path class | `reg -> reg` |
| Yosys stat area | `192.7 um^2` |
| Vias post-DR | `186` |
| Max reg flops | `4` |
| DRC viols | `0` |
| Worst-path fanout max | `3` |
| Most flops, register | `out` |
| Final Power | `376.2 uW` |
| Total clock buffers created by CTS | `3` |
| Vias in the first global route | `229` |
| Antenna Violating Nets Remaining | `0` |
| Clk ins delay skew pair | `0.24 ns` |
| DIE HEIGHT | `80 um` |
| Crit path kind | `reg -> reg` |
| Mapped Area | `192.7 um^2` |
| Clock Pin Slew Worst Setup and Hold Paths | `0.04 ns` |
| Clk pwr share | `40.9%` |
| Tightest Pin Transition | `0.2182 ns` |
| Syn_area_per_cell | `10.70 um^2` |
| Clock skew | `0.003285 ns` |
| GRT Total Usage | `1.921%` |
| Max Freq | `890.4 MHz` |
| Met3 GRT Util | `1.932%` |
| Chip area | `6400 um^2` |
| CTS Root Cell | `clkbuf_4` |
| Internal Power | `287.7 uW` |
| Post-Syn Instances | `18` |
| Pwr/cell area | `1012 nW/um^2` |
| Synth warnings | `1` |
| Cts hold-fix bufs | `0` |
| Peak VDD IR | `0.4455 mV` |
| Drt initial violations | `4` |
| Fin. max-slew vios | `0` |
| Max Cap Viol | `0` |
| Die Wd | `80 um` |
| Ys cells | `18` |
| Layout cells sized above 1 | `38.71%` |
| Final wirelength | `552 um` |
| CTS sink count | `4` |
| Fin crit period | `1.123 ns` |
| Part of the power in registers | `37.5%` |
| Register share after synthesis | `41.56%` |
| CP Capture Type | `flip-flop` |
| Status | `finished clean` |
| Yosys top cell by area | `dfxtp_1` |
| Leakage power | `0.1471 nW` |
| Top-area cell share | `41.56%` |
| Cell Type Count | `13` |
| Final setup violation count | `0` |
| GPL Wtd Cong | `0.6620` |
| Routed len/inst | `7.169 um` |
| Setup TNS | `0 ns` |
| DP HPWL | `396.8 um` |
| Arrival @ worst endpoint | `1.27 ns` |
| Rel. slew slack | `85.39%` |
| OpenROAD warning count | `25` |
| CTS tree | `done` |
| Routed vias/inst | `2.416` |
| H-tree depth | `1` |
| CP Launch Type | `flip-flop` |
| Clock Path Buffers | `2` |
| Antenna cell count | `0` |
| PortBufs | `6` |
| CORE AREA | `3416 um^2` |
| First-pass GRT wire length | `972 um` |
| Top cells by area | `dfxtp_1 (42%), nor4b_4 (12%), ha_1 (6.5%), a21bo_2 (5.2%), mux2i_1 (5.2%)` |
| GR Layer Usage met1 | `2.256%` |
| Top Registers | `out (4)` |
| Combinational share of power | `21.7%` |
| Busiest layer in global routing | `met2` |
| Area Overhead vs Synth | `92.86%` |
| Row Count | `21` |
| FP Core Util | `5.641%` |
| Net Sw Power | `88.44 uW` |
| Initial antenna violation count | `0` |
| Largest net degree at the start of global routing | `6` |
| Initial DRT Pass Iterations | `4` |
| Met2 Use GR | `2.408%` |
| IO Count | `7` |
## kinds of logic after synthesis
| family | after synthesis | synth area share, % |
|---|---|---|
| adder cells (fa/ha/maj) | 1 | 6.492 |
| AND-OR/OR-AND | 3 | 11.69 |
| buffers and inverters | 2 | 3.898 |
| AND/OR/NAND/NOR | 6 | 26.63 |
| XOR/XNOR | 1 | 4.546 |
| multiplexers | 1 | 5.195 |
| flip-flops | 4 | 41.56 |
## layout make-up
cell class	instances	area, um^2
Clock buffer	3	22.52
Fill cell	406	3044
Inverter	2	7.507
Multi-Input combinational cell	12	105.1
Sequential cell	4	86.33
Tap cell	46	57.56
Timing Repair Buffer	10	92.59
## worst max-delay path, stage by stage (launching register included)
cell and delay, ns:
dfxtp_4 0.33, buf_4 0.13, inv_1 0.05, ha_1 0.29, a211oi_1 0.23
## synthesized netlist by cell type
master    instances
dfxtp_1           4
inv_1             2
nor2_1            2
a211oi_1          1
a21bo_2           1
a21oi_1           1
ha_1              1
mux2i_1           1
nand2b_1          1
nand3b_1          1
nor2b_1           1
nor4b_4           1
xnor2_1           1
## power groups by stage
| stage | clock network, mW | registers (mW) | logic [mW] |
|---|---|---|---|
| 4_1_cts | 0.162 | 0.141 | 0.0822 |
| 6_report | 0.154 | 0.141 | 0.0815 |
| 5_1_grt | 0.179 | 0.143 | 0.0893 |
## worst paths after layout
path / end / depth (start not counted) / start / slack [ns]
setup reg to reg: out[1] / 4 / out[0] / 0.18
hold / removal: out[3] / 2 / out[3] / 0.52
setup / recovery: out[1] / 4 / out[0] / 0.18
hold reg to reg: out[3] / 2 / out[3] / 0.52
## layout by cell type (no fill, tap or decap), drive strengths merged
cell type      n
a211oi         1
a21bo          1
a21oi          1
buf            4
clkbuf         3
clkdlybuf4s50  2
dfxtp          4
dlygate4sd2    2
dlymetal6s2s   2
ha             1
inv            2
mux2i          1
nand2b         1
nand3b         1
nor2           2
nor2b          1
nor4b          1
xnor2          1
## metrics by stage
step	hold WS (ns)	worst slack, ns	std cells	utilization [%]	area, um^2
2_1_floorplan	0.3291	0.3024	18	-	192.7
3_3_place_gp	0.5109	0.07412	73	9.744	332.8
3_5_place_dp	0.5095	0.03804	73	9.744	332.8
4_1_cts	0.5166	0.003787	77	10.73	366.6
5_1_grt	0.5728	0.1093	77	10.88	371.6
6_report	0.5181	0.1769	77	10.88	371.6
## metal layers
layer | wire, um | up-vias
li1 | - | 89
met1 | 295 | 86
met2 | 180 | 11
met3 | 76 | 0
met4 | 0 | 0
met5 | 0 | -
## what timing repair did
item / CTS / global route
buffers inserted: 1 / 0
setup endpoints to repair: 4 / 2
gates resized: 6 / 2
No activity file was given, so power comes from the tool's default toggle rates.
