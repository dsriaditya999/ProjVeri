`./run.sh`:
```
#!/bin/bash
# OpenROAD 26Q1-2900-gdf79404cd8, Yosys 0.63+post, stock flow scripts
make -C /OpenROAD-flow-scripts/flow DESIGN_CONFIG=/design/flow/config.mk WORK_HOME=/design/flow/orfs finish
```
`./design.v`:
```
`timescale 1ns / 1ps
module mul_controlpath(ldA,ldQ,DONE,ldcnt,decr,ldM,clrA,clrQ,clrFF,addsub,shiftA,shiftQ,Q0,Qm,eqz,clk,START);
	input Q0,Qm,clk,eqz,START;
	output reg ldA,ldQ,ldcnt,ldM,decr,addsub,DONE,clrA,clrQ,clrFF,shiftA,shiftQ;
	reg [2:0] state;
	parameter S0 = 3'b000,S1 = 3'b001, S2 = 3'b010, S3 = 3'b011, S4 = 3'b100, S5 = 3'b101,S6 = 3'b110,S7 = 3'b111;
	always @(posedge clk)
		begin
		case(state)
			S0 : if(START) state <= S1;
			S1 : state <= S2;
			S2 :  #2 begin
				  case({Q0,Qm})
				  2'b10 : state <= S4;
				  2'b01 : state <= S3;
				  default : state <= S5;
				  endcase
				  end
		   S3 : #2 state <= S5;
		   S4 :  #2 state <= S5;
		   S5 : #2 begin
				 if(({Q0,Qm} == 2'b10) && !eqz) state <= S4;
				 else if(({Q0,Qm} == 2'b01) && !eqz) state <= S3;
				 else if((({Q0,Qm} == 2'b11)||({Q0,Qm} == 2'b00)) && !eqz) state <= S5;
				 else if(eqz) state <= S6;
				 end
		   S6 : state <= S6;
		   default : state <= S0;
		endcase
		end
	always @(state)
		begin
		case(state)
			S0 : begin
				  clrA = 0;
				  clrQ = 0;
				  clrFF = 0;
				  ldA = 0;
				  ldQ = 0;
				  ldM = 0;
				  decr = 0;
				  shiftA = 0;
				  shiftQ = 0;
				  end
			S1 : begin
				  clrA = 1;
				  clrFF = 1;
				  ldM = 1;
				  ldcnt = 1;
				  end
			S2 : begin
			     clrA = 0;
				  clrFF = 0;
				  ldM = 0;
				  ldcnt = 0;
				  ldQ = 1;
				  end
			S3 : begin
				  addsub = 1;
				  ldA = 1;
				  ldQ = 0;
				  shiftA = 0;
				  shiftQ = 0;
				  decr = 0;
				  end
			S4 : begin
				  addsub = 0;
				  ldA = 1;
				  ldQ = 0;
				  shiftA = 0;
				  shiftQ = 0;
				  decr = 0;
				  end
			S5 : begin
				  ldA = 0;
				  ldQ = 0;
				  shiftA = 1;
				  shiftQ = 1;
				  decr = 1;
				  end
			S6 : 	begin
					DONE  = 1;
					decr=0;
					shiftA=0;
					shiftQ=0;
					ldA=0;
					end
			default : begin
			          clrA = 0;
						 shiftA = 0;
						 ldQ = 0;
						 shiftQ = 0;
						 end
		endcase
		end
endmodule
```
`./constraint.sdc`:
```
current_design mul_controlpath

set clk_period 1.6
set clk_io_pct 0.2

create_clock -name clk0 -period $clk_period [get_ports {clk}]

set non_clock_inputs [all_inputs -no_clocks]
set_input_delay [expr $clk_period * $clk_io_pct] -clock clk0 $non_clock_inputs
set_output_delay [expr $clk_period * $clk_io_pct] -clock clk0 [all_outputs]
```
`./config.mk`:
```
export PLATFORM = sky130hd
export DESIGN_NAME = mul_controlpath
export DESIGN_NICKNAME = mul_controlpath
export VERILOG_FILES = /design/flow/design.v
export SDC_FILE = /design/flow/constraint.sdc
export NUM_CORES = 4
export LEC_CHECK = 1
export CORE_AREA = 10 10 73 73
export DIE_AREA = 0 0 83 83
```
==> results.yml <==
# physical design summary
status:
  status: "finished, final reports clean"
worst_setup_path:
  crit_family: "buffers and inverters"
  critPathMaxFanout: 3
  arrival_ns: 1.42
  path_cells: "dlygate4sd2_1, buf_4, inv_1, ha_1, nor2_4, buf_4, a31oi_4, nor2_1"
  critPathBufInv: 4
  critical_path_class: "input pin to flop"
  critical_path_required_ns: 1.56
  cpMostUsedCell: "buf_4"
  slowest_stage: "dlygate4sd2_1"
  start_kind: "input pin"
  cp-end-kind: "flop"
  max_stage_delay_ns: 0.27
floorplan:
  core_um2: 3740
  ioPinCount: 17
  chip_area_um2: 6890
  fp_util_pct: 14.3
  die_y_um: 83
  num_rows: 22
  die_w_um: 83
timing:
  finalCritPeriodShare_pct: 91.0
  finalCriticalPeriod_ns: 1.46
  hold_viol: 0
  slew_violations: 0
  rsz0062_at_grt: "no"
  tns_ns: 0
  unclocked_pins: 8
  tightest_slew_ns: 0.500
  setup_viol: 0
  fmax_mhz: 687
  skew_ns: 0.000612
  unconstrained_endpoints: 18
  relSlewSlack_pct: 66.4
drt:
  drc_errors: 0
  antenna_cells: 0
  firstDrtPassIters: 2
  wl_per_cell_um: 8.77
  vias: 463
  antenna_left: 0
  viasPerCell: 3.59
  drt_wl_total_um: 1130
  drtIter0Drc: 20
clock_tree:
  ctsHoldBuffers: 0
  cts_root_buffer: "clkbuf_8"
  worstSkewPairLatency_ns: 0.21
  clockBufferDepth: 2
  cts_buffers: 3
  tritoncts: "built"
  htree_levels: 1
  path_clk_slew_ns: 0.03
synth:
  syn-cell-area_um2: 537
  syn-instance-count: 62
  ys_area_um2: 537
  ys_cells: 62
  ys_ff: 11
  synth_warnings: 1
  top_cells_by_count: "nand2b_1, buf_4, dlxtn_1, nor2_1"
  synth_async_sr_flop_share_pct: 0
  synth_cell_types: 23
  avgSynthCellArea_um2: 8.66
  ys_dominant_reg_cell: "dlxtn_1"
  topCellsByArea: "edfxtp_1, dlxtn_1, ha_1"
  edf_count: 3
  largest_area_cell: "edfxtp_1"
  top_cell: "nand2b_1"
  synth_top_area_share_pct: 16.8
global_route:
  grt_usage_pct: 3.04
  grt_pass1_wl_um: 1840
  antenna_found_initial: 0
  grt_pass1_vias: 437
  overflow: 0
  grt_max_degree: 10
placement:
  gp_congestion: 0.800
  dp_hpwl_um: 885
  io_buffers: 14
layout:
  final_layout_size_suffix_gt1_share_pct: 28.4
  fillers: 416
  syn2layout_area_growth_pct: 58.3
power_and_ir_drop:
  power_per_cell_area_nw_per_um2: 1480
  p_total_mw: 1.25
  p_leak_nw: 0.357
  peakVddDrop_mv: 0.522
flow_run:
  warnings: 28
  cap_violations: 0
min_path:
  hold_class: "flop to flop"
==> worst register-to-register path, cell delays in order, from the launching register on <==
cell and delay, ns:
edfxtp_1 0.54, nor4_1 0.50, a31oi_4 0.07
==> kinds of logic after synthesis <==
family	count (synthesis)	synth area share, %
AND/OR/NAND/NOR	18	17.7
AND-OR/OR-AND	12	14.5
flip-flops	3	16.8
adder cells (fa/ha/maj)	4	9.32
buffers and inverters	13	14.7
XOR/XNOR	2	3.26
other	2	1.40
latches	8	22.4
==> path summary, 6_finish.rpt <==
| check | start | end | slack (ns) | depth (start not counted) |
|---|---|---|---|---|
| worst max register to register | state[2]$_DFFE_PP_ | state[2]$_DFFE_PP_ | 0.21 | 2 |
| worst max-delay path | Qm | state[0]$_DFFE_PP_ | 0.14 | 8 |
| worst min register to register | state[0]$_DFFE_PP_ | state[2]$_DFFE_PP_ | 0.82 | 1 |
| worst min-delay path | state[0]$_DFFE_PP_ | state[2]$_DFFE_PP_ | 0.82 | 1 |
==> sequential cells by signal, summed over array words and instances, names as in the netlist <==
register / count
state: 3
addsub: 1
clrA: 1
decr: 1
ldA: 1
ldM: 1
ldQ: 1
ldcnt: 1
shiftA: 1
==> power by group <==
part	internal, mW	leakage, nW	switching [mW]
clock	0.170	0.0228	0.0484
combinational	0.347	0.240	0.268
sequential	0.310	0.0942	0.112
==> per-layer routing <==
metal / vias up / GRT usage, % / routed length [um]
li1: 237 / - / -
met1: 208 / 4.04 / 573
met2: 18 / 3.77 / 386
met3: 0 / 2.56 / 170
met4: 0 / 0.154 / 0
met5: - / 0 / 0
==> area by class of cell <==
cell class	count	area (um2)	area share [%]
flip-flops and latches	11	210	24.7
clock buffers	4	45.0	5.30
well taps	48	60.1	7.07
inverters	6	22.5	2.65
multi-input cells	38	310	36.5
repair buffers	22	201	23.7
==> metrics by stage <==
stage	hold slack, ns	std cells	cell area (um2)	setup slack, ns	util (%)
finish	0.818	129	850	0.144	22.7
global route	0.872	129	850	0.0562	22.7
CTS	0.784	128	820	0.00663	21.9
detailed placement	0.774	124	733	-0.396	19.6
global placement	0.758	124	733	-0.369	19.6
floorplan	0.596	62	537	0.182	-
==> layout by cell type, fill, tap and decap left out, types with 3 or more instances in the layout <==
master and instances:
clkdlybuf4s50_1 12, nor2_1 4, inv_2 3, o22ai_1 3, clkbuf_8 3, edfxtp_1 3, dlxtn_1 6, ha_1 3
buf_4 8, inv_1 3, nand2b_1 8
==> what timing repair did <==
item / 4_1_cts / 5_1_grt
hold endpoints to repair: 0 / 0
gates resized: 9 / 3
endpoints found under the setup margin: 6 / 6
pin swaps: 3 / 1
cloned: 0 / 0
setup buffers: 0 / 1
Power is estimated from default activity; no workload was simulated.
