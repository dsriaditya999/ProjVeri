<file path="/design/flow/design.v">
`timescale 1ns / 1ps
module mux2to1(in0,in1,sel,out
    );
	 parameter N = 5;
	 input [N-1:0] in1,in0;
	 input sel;
	 output [N-1:0] out;
	 assign out = (sel == 1'b0)? in0 : in1;
endmodule
`timescale 1ns / 1ps
module mux4to1(in0,in1,in2,in3,sel,out
    );
	 parameter N = 5;
	 input [N-1:0] in3,in2,in1,in0;
	 input [1:0] sel;
	 output [N-1:0] out;
	 wire [N-1:0] t1,t0;
	 mux2to1 M0(in0,in1,sel[0],t0);
	 mux2to1 M1(in2,in3,sel[0],t1);
	 mux2to1 M2(t0,t1,sel[1],out);
endmodule
`timescale 1ns / 1ps
module mux8to1(in0,in1,in2,in3,in4,in5,in6,in7,sel2,sel1,sel0,out
    );
	 parameter N = 5;
	 input [N-1:0] in0,in1,in2,in3,in4,in5,in6,in7;
	 input sel2,sel1,sel0;
	 output [N-1:0] out;
	 wire [N-1:0] t1,t0;
	 mux4to1 M0(in0,in1,in2,in3,{sel1,sel0},t0);
	 mux4to1 M1(in4,in5,in6,in7,{sel1,sel0},t1);
	 mux2to1 M2(t0,t1,sel2,out);
endmodule
</file>
<file path="/design/flow/constraint.sdc">
current_design mux8to1

set clk_period 2.5
set clk_io_pct 0.2

create_clock -name clk0 -period $clk_period

set non_clock_inputs [all_inputs -no_clocks]
set_input_delay [expr $clk_period * $clk_io_pct] -clock clk0 $non_clock_inputs
set_output_delay [expr $clk_period * $clk_io_pct] -clock clk0 [all_outputs]
</file>
<file path="/design/flow/run.sh">
#!/bin/bash
# OpenROAD 26Q1-2900-gdf79404cd8, Yosys 0.63+post, stock flow scripts
make -C /OpenROAD-flow-scripts/flow DESIGN_CONFIG=/design/flow/config.mk WORK_HOME=/design/flow/orfs finish
</file>
<file path="/design/flow/config.mk">
export PLATFORM = sky130hd
export DESIGN_NAME = mux8to1
export DESIGN_NICKNAME = mux8to1
export VERILOG_FILES = /design/flow/design.v
export SDC_FILE = /design/flow/constraint.sdc
export NUM_CORES = 4
export LEC_CHECK = 1
export CORE_AREA = 10 10 70 70
export DIE_AREA = 0 0 80 80
</file>
==> ds_physical_params.txt <==
Table: implementation figures

Parameter                              Value

Final layout
  Registers    0
  Sequential Area    0 um^2
  Layout overhead on the synthesized area    179%
  Fraction of layout cells with a size suffix above 1    0.224
  Layout clock buffers    0
  Number of filler cells placed in the layout    ~380
  Post-route insts no fill    approximately 110

STA
  Fmax    0.417 GHz
  Setup repair after global routing missed its margin    false
  Minimum period implied by the final worst setup slack    approximately 2400 ps
  Slew HR    0.810
  Post-layout period usage of the worst path    0.959
  Setup_tns    0 ps
  Hold Slack    1760 ps
  Max Slew Vio Count    0
  Final hold vios    0
  Number of setup violations in the final report    0
  Tightest Pin Transition    285 ps

Worst hold path
  Critical hold path startpoint    sel0
  Number of cells on the worst hold path    5
  Hold Crit Endpoint    out[3]
  Path type of the worst min-delay path    primary input to primary output

Global routing
  Aggregate global routing overflow    0
  Largest net degree at the start of global routing    6
  GRT Total Usage    0.0540
  Global-route wire length before repair    about 2700 um
  Initial antenna violation count    0
  Via count of the first global-routing pass    ~480

Routing
  Avg Vias per Cell    approximately 3.4
  Diodes inserted    0
  Routed len/inst    about 16 um
  Length of the first detailed-routing pass in iterations    2
  DRC marker count from the first detailed-route iteration    4
  DRC violations left    0
  Via count    389
  Routed WL    1800 um
  Remaining antenna violation count after routing    0

Power
  Pleak    0.358 nW
  Sequential share of power    0
  Share of power burned in the clock network    0
  Combinational share of power    1.000
  Worst-case vdd ir drop    0.0418 mV
  Ratio of total power to cell area    ~150 nW/um^2
  Switching component of the power    0.0270 mW
  Cell Int Power    approximately 0.12 mW
  Sw Ratio    0.187
  Total Power    ~0.14 mW

Floorplanning
  Floorplan die area    6400 um^2
  Site row count    21
  Count of boundary I/O pins    48
  Core Footprint    between 3000 and 4000 um^2
  Die Wd    80 um
  Die boundary height    around 80 um
  Initial core utilization    0.0978

Logic synthesis
  Seq/Total Area, Yosys    0
  Avg Synthesized Cell Area    19.7 um^2
  Synthesized area    between 300 and 400 um^2
  Yosys cell count    17
  Synthesis area per yosys    334 um^2
  Cell taking the most area after synthesis    sky130_fd_sc_hd__mux4_1
  Instance count of the mapped netlist    17
  Biggest area contributors in the synthesized netlist    sky130_fd_sc_hd__mux4_1 79%, sky130_fd_sc_hd__mux2_2 17%, sky130_fd_sc_hd__buf_6 3.4%
  Number of different library cells in the post-synthesis netlist    4
  Yosys synthesis warning count    0
  Post-synth top area share    0.787

Setup path
  Worst Path Arrival    between 1500 and 2000 ps
  Cell breakdown of the critical path    buf_4, bufbuf_16, mux4_1, mux2_2, dlygate4sd2_1
  Largest stage delay on the critical path    between 500 and 600 ps
  Required time worst endpoint    2000 ps
  Start-to-end type of the worst setup path    primary input to primary output
  Cell type of the slowest stage on the worst timing path    sky130_fd_sc_hd__mux4_1
  Crit path launch type    primary input
  Endpoint type of the worst setup path    primary output
  Max FO, Critical Path    5

Clock network
  Setup repair bufs after CTS    0
  Resize count post-CTS    16
  Hold-fix buffer count after cts    0

Place
  Port-buffer cells    roughly 48
  Total placed cells including tap cells    ~110
  RD Place Congestion    roughly 0.73

Run status
  Outcome    complete, no violations

Job
  OpenROAD warnings    32
  Max cap viols    0
## worst max-delay path by stage
stage	startpoint	endpoint	slack, ps	cells past startpoint
final	sel0	out[2]	100	5
after CTS	sel0	out[4]	90	5
after global routing	in1[0]	out[0]	40	4
## cell usage in the layout, fill, tap and decap left out
cell type                         Yosys  layout
sky130_fd_sc_hd__buf_12               0       2
sky130_fd_sc_hd__buf_4                0       1
sky130_fd_sc_hd__bufbuf_16            0       2
sky130_fd_sc_hd__clkdlybuf4s50_1      0      41
sky130_fd_sc_hd__dlygate4sd2_1        0       6
sky130_fd_sc_hd__mux2_2               5       5
sky130_fd_sc_hd__mux4_1              10       5
sky130_fd_sc_hd__mux4_2               0       5
## area by class of cell
| type | instances | area, um^2 | share of cell area |
|---|---|---|---|
| timing repair buffer | 52 | 576 | 0.617 |
| multi-input combinational | 15 | 300 | 0.322 |
| tap | 46 | 57.6 | 0.0617 |
## metal layers
layer	routed length, um	GRT usage	vias to the layer above
li1	-	-	191
met1	719	0.0670	188
met2	1070	0.107	10
met3	11	0	0
met4	0	0	0
met5	0	0	-
## cell usage after synthesis
library cell,instances
sky130_fd_sc_hd__mux4_1,10
sky130_fd_sc_hd__mux2_2,5
sky130_fd_sc_hd__buf_6,1
sky130_fd_sc_hd__clkbuf_1,1
## kinds of logic after synthesis
logic type  share of synthesized area
buf+inv                        0.0449
mux                             0.955
## power groups by stage
stage         logic (mW)  clock network (mW)  registers [mW]
CTS                0.148                   0               0
finish             0.144                   0               0
global route       0.154                   0               0
## through the flow
stage | setup WS, ps | area (um^2) | util
after global placement | -398 | 897 | 0.263
final | 103 | 933 | 0.273
after floorplan | 602 | 334 | -
after CTS | 85.2 | 933 | 0.273
after global routing | 37.5 | 933 | 0.273
after detailed placement | -402 | 897 | 0.263
## worst max-delay path, delay by kind of cell
family                 cells  cell delay (ps)
buffers and inverters      3              600
multiplexers               2              800
Power and IR drop assume default switching activity.
